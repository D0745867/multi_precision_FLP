### /design/flow/run.sh
#!/bin/bash
# OpenROAD 26Q1-2900-gdf79404cd8, Yosys 0.63+post, stock flow scripts
make -C /OpenROAD-flow-scripts/flow DESIGN_CONFIG=/design/flow/config.mk WORK_HOME=/design/flow/orfs finish
### /design/flow/config.mk
export PLATFORM = sky130hd
export DESIGN_NAME = reg_1
export DESIGN_NICKNAME = reg_1
export VERILOG_FILES = /design/flow/design.v
export SDC_FILE = /design/flow/constraint.sdc
export NUM_CORES = 4
export LEC_CHECK = 1
export CORE_AREA = 10 10 240 240
export DIE_AREA = 0 0 250 250
### /design/flow/constraint.sdc
current_design reg_1

set clk_period 1.0
set clk_io_pct 0.2

create_clock -name clk0 -period $clk_period [get_ports {clk}]
create_clock -name clk1 -period $clk_period [get_ports {gclk}]

set non_clock_inputs [all_inputs -no_clocks]
set_input_delay [expr $clk_period * $clk_io_pct] -clock clk0 $non_clock_inputs
set_output_delay [expr $clk_period * $clk_io_pct] -clock clk0 [all_outputs]
### /design/flow/design.v
`timescale 1ns/1ns
module reg_1 (
    output reg x1_sign_o, x2_sign_o, x3_sign_o, x4_sign_o, y1_sign_o, y2_sign_o, y3_sign_o, y4_sign_o,
    output reg[7:0] x1_exp_o, x2_exp_o, x3_exp_o, x4_exp_o, y1_exp_o, y2_exp_o, y3_exp_o, y4_exp_o,
    output reg [12 : 0] x1_high_o, x1_low_o, x2_high_o, x2_low_o, x3_high_o, x3_low_o, x4_high_o, x4_low_o
    , y1_high_o, y1_low_o, y2_high_o, y2_low_o, y3_high_o, y3_low_o, y4_high_o, y4_low_o,
    input x1_sign, x2_sign, x3_sign, x4_sign, y1_sign, y2_sign, y3_sign, y4_sign,
    input [7:0] x1_exp, x2_exp, x3_exp, x4_exp, y1_exp, y2_exp, y3_exp, y4_exp,
    input [12 : 0] x1_high, x1_low, x2_high, x2_low, x3_high, x3_low, x4_high, x4_low
    , y1_high, y1_low, y2_high, y2_low, y3_high, y3_low, y4_high, y4_low,
    input gclk, clk, rst
);
always @(posedge clk, negedge rst) begin
    if(~rst) begin
        x1_sign_o <= 1'b0;
        x2_sign_o <= 1'b0;
        x3_sign_o <= 1'b0;
        x4_sign_o <= 1'b0;
        y1_sign_o <= 1'b0;
        y2_sign_o <= 1'b0;
        y3_sign_o <= 1'b0;
        y4_sign_o <= 1'b0;
        x1_exp_o <= 8'b0;
        x2_exp_o <= 8'b0;
        x3_exp_o <= 8'b0;
        x4_exp_o <= 8'b0;
        y1_exp_o <= 8'b0;
        y2_exp_o <= 8'b0;
        y3_exp_o <= 8'b0;
        y4_exp_o <= 8'b0;
        x1_low_o <= 13'b0;
        x2_low_o <= 13'b0;
        x3_low_o <= 13'b0;
        x4_low_o <= 13'b0;
        y1_low_o <= 13'b0;
        y2_low_o <= 13'b0;
        y3_low_o <= 13'b0;
        y4_low_o <= 13'b0;
    end
    else begin
        x1_sign_o <= x1_sign;
        x2_sign_o <= x2_sign;
        x3_sign_o <= x3_sign;
        x4_sign_o <= x4_sign;
        y1_sign_o <= y1_sign;
        y2_sign_o <= y2_sign;
        y3_sign_o <= y3_sign;
        y4_sign_o <= y4_sign;
        x1_exp_o <= x1_exp;
        x2_exp_o <= x2_exp;
        x3_exp_o <= x3_exp;
        x4_exp_o <= x4_exp;
        y1_exp_o <= y1_exp;
        y2_exp_o <= y2_exp;
        y3_exp_o <= y3_exp;
        y4_exp_o <= y4_exp;
        x1_low_o <= x1_low;
        x2_low_o <= x2_low;
        x3_low_o <= x3_low;
        x4_low_o <= x4_low;
        y1_low_o <= y1_low;
        y2_low_o <= y2_low;
        y3_low_o <= y3_low;
        y4_low_o <= y4_low;
    end
end
always @(posedge gclk, negedge rst) begin
    if (~rst) begin
        x1_high_o <= 13'b0;
        x2_high_o <= 13'b0;
        x3_high_o <= 13'b0;
        x4_high_o <= 13'b0;
        y1_high_o <= 13'b0;
        y2_high_o <= 13'b0;
        y3_high_o <= 13'b0;
        y4_high_o <= 13'b0;
    end
    else begin
        x1_high_o <= x1_high;
        x2_high_o <= x2_high;
        x3_high_o <= x3_high;
        x4_high_o <= x4_high;
        y1_high_o <= y1_high;
        y2_high_o <= y2_high;
        y3_high_o <= y3_high;
        y4_high_o <= y4_high;
    end
end
endmodule
==> flow_metrics.env <==
# yosys + openroad results
export IMPL_status="finished with violations"
export IMPL_violations="setup timing"
export IMPL_synth_cell_area_mm2=0.00701
export IMPL_p_int_mw=18.9
export IMPL_common_cells="dfrtp_1"
export IMPL_switching_share=0.243
export IMPL_ant_nets=0
export IMPL_cap_viol_max_count=0
export IMPL_synthCells=280
export IMPL_die_area_mm2=0.0625
export IMPL_hpwl_um=22800
export IMPL_hold_class="in -> async"
export IMPL_combinationalPowerShare=0.083
export IMPL_synth_flops=280
export IMPL_num_io_pins=563
export IMPL_drive_gt1_frac=0.383
export IMPL_area_growth_pct=90.4
export IMPL_drt_iter0_drc=118
export IMPL_die_h_um=250
export IMPL_setup_viol=280
export IMPL_ir_drop_v=0.00110
export IMPL_synth_edff_count=0
export IMPL_vias=4771
export IMPL_fp_util=0.134
export IMPL_cp_end_kind="output pin"
export IMPL_hold_slack_ps=102
export IMPL_seqCellArea_mm2=0.00701
export IMPL_top_area_frac=1.00
export IMPL_powerDensity_mw_per_mm2=1870
export IMPL_overflow=0
export IMPL_warnings=28
export IMPL_utilization=0.254
export IMPL_layout_setup_ws_ps=-188
export IMPL_n_fill_cell=5453
export IMPL_yosysChipArea_mm2=0.00701
export IMPL_synth_top_cell_by_count="dfrtp_1"
export IMPL_dpl_cell_count=1546
export IMPL_rows=84
export IMPL_dp_slack_ps=-112
export IMPL_pwr_share_seq=0.480
export IMPL_wirelength_um=29700
export IMPL_crit_path_start_kind="register"
export IMPL_routabilityCongestion=0.828
export IMPL_yosys_most_used_dff="dfrtp_1"
export IMPL_coreArea_mm2=0.0524
export IMPL_io_buffers=561
export IMPL_switchingPower_mw=6.09
export IMPL_firstDrtPassIters=5
export IMPL_cp_arrival_ps=990
export IMPL_syn_area_per_cell_um2=25.0
export IMPL_hold_viol=0
export IMPL_critical_path_slowest_cell="dfrtp_1"
export IMPL_synthArstFlopShare=1.00
export IMPL_critPathKind="reg -> out"
export IMPL_top_area_cell="dfrtp_1"
export IMPL_cts_setup_buffers=0
export IMPL_comb_multi_input_count=0
export IMPL_cp_num_buf_inv=1
export IMPL_wire_per_inst_um=18.5
export IMPL_clkPwrFrac=0.437
export IMPL_synth_cell_types=1
export IMPL_combGateArea_um2=0
export IMPL_ys_warn_count=1
export IMPL_required_ps=800
export IMPL_leakage_nw=6.08
export IMPL_max_stage_delay_ps=400
export IMPL_ys_seq_frac=1.00
export IMPL_crit_path_cell_trace="buf_2"
export IMPL_cts_tree="done"
export IMPL_drt_drc_violations_left=0
export IMPL_synth_area_top_cells="dfrtp_1"
export IMPL_cts_sinks=280
export IMPL_clk_pin_slew_ps=70
export IMPL_grt_max_degree=41
export IMPL_slew_headroom=0.525
export IMPL_crit_family="flip-flops"
export IMPL_antenna_found_initial=4
export IMPL_grtUsageTotal=0.0959
export IMPL_die_w_um=250
export IMPL_tightest_slew_ps=710
export IMPL_grt_pass1_wl_um=42500
export IMPL_crit_fanout=1
export IMPL_grt_pass1_vias=5548
export IMPL_yosys_cells=280
export IMPL_rsz0062_at_grt="true"
export IMPL_fin_cells=1603
export IMPL_slew_viol_final=0
export IMPL_drt_vias_per_instance=2.98
## cell families (layout without fill, tap and decap cells)
logic type / after synthesis / count (layout) / synth area share
other: 0 / 1 / 0
DFF: 280 / 280 / 1.00
buffers and inverters: 0 / 634 / 0
## layer usage
metal  track usage  wire (um)  vias to the layer above  part of all wire
li1              -          -                     2105                 -
met1         0.102      10300                     2298              0.35
met2         0.156      14800                      332              0.50
met3        0.0661       3990                       30              0.13
met4        0.0177        569                        6             0.019
met5             0         34                        -            0.0011
## final cells by class
| class | count | share of cell area |
|---|---|---|
| Clock buffer | 26 | 0.0488 |
| Sequential cell | 280 | 0.525 |
| Timing Repair Buffer | 586 | 0.341 |
| Clock inverter | 22 | 0.0208 |
| Tap cell | 688 | 0.0645 |
| Antenna cell | 1 | 0.000188 |
## state kept, by name, summed over array words and instances, names as in the netlist, 13 cells and up
register   count
y2_low_o      13
x4_high_o     13
y4_low_o      13
x3_high_o     13
x2_high_o     13
y1_low_o      13
x2_low_o      13
x3_low_o      13
y3_low_o      13
x1_high_o     13
y2_high_o     13
y1_high_o     13
x4_low_o      13
y4_high_o     13
x1_low_o      13
y3_high_o     13
## layout by cell type, fill, tap and decap left out, drive strengths merged
master	synthesis	layout
clkbuf	0	26
inv	0	11
dfrtp	280	280
diode	0	1
buf	0	302
dlygate4sd3	0	4
clkinvlp	0	1
clkinv	0	8
bufinv	0	2
clkdlybuf4s50	0	280
## worst paths after layout
check,endpoint,start,cells past startpoint,slack (ps)
max in group clk1,y3_high_o[12],y3_high[12],1,510
worst max-delay path,y2_exp_o[5],y2_exp_o[5],1,-190
min in group clk0,x3_exp_o[5],x3_exp[5],1,160
worst min-delay path,x2_low_o[12],rst,5,100
min in group clk1,x1_high_o[7],x1_high[7],1,240
max in group asynchronous,x4_high_o[3],rst,3,10
## metrics by stage
step	setup TNS (ps)	total power, mW	instance area [um^2]
2_1_floorplan	0	12.1	7010
3_3_place_gp	-391	14.9	13700
3_5_place_dp	-369	14.9	13700
4_1_cts	-52520	25.9	13300
5_1_grt	-51900	26.4	13300
6_report	-30830	25.0	13300
## power by group through the flow
stage / logic (mW) / clock network, mW / registers, mW
final: 2.06 / 10.9 / 12.0
after global routing: 2.27 / 12.0 / 12.1
after CTS: 2.16 / 11.7 / 12.0
## repair_timing
item,CTS,global route
gates resized,923,0
hold buffers,3,1
pin swaps,0,0
hold endpoints to repair,180,15
setup endpoints to repair,280,295
Power figures rest on the tool's default switching activity, not on a simulated workload.
