**flow/run.sh**
```bash
#!/bin/bash
# OpenROAD 26Q1-2900-gdf79404cd8, Yosys 0.63+post, stock flow scripts
make -C /OpenROAD-flow-scripts/flow DESIGN_CONFIG=/design/flow/config.mk WORK_HOME=/design/flow/orfs finish
```
**flow/config.mk**
```make
export PLATFORM = sky130hd
export DESIGN_NAME = pipe_3
export DESIGN_NICKNAME = pipe_3
export VERILOG_FILES = /design/flow/design.v
export SDC_FILE = /design/flow/constraint.sdc
export NUM_CORES = 4
export LEC_CHECK = 1
export CORE_UTILIZATION = 30
```
**flow/constraint.sdc**
```tcl
current_design pipe_3

set clk_period 46.2
set clk_io_pct 0.2

create_clock -name clk0 -period $clk_period

set non_clock_inputs [all_inputs -no_clocks]
set_input_delay [expr $clk_period * $clk_io_pct] -clock clk0 $non_clock_inputs
set_output_delay [expr $clk_period * $clk_io_pct] -clock clk0 [all_outputs]
```
**flow/design.v**
```verilog
`timescale 1ns/1ns
module pipe_3 (
    output reg [7:0] adder_exp_1, adder_exp_2,
    output reg signed [51:0] sum_mul_12, sum_mul_34,
    input [7:0] exp_1, exp_2, exp_3, exp_4,
    input sign_1, sign_2, sign_3, sign_4,
    input [51:0]mul_1_comb, mul_2_comb, mul_3_comb, mul_4_comb
);
reg [7:0] shift_num_1, shift_num_2;
always @(*) begin
    shift_num_1 = (exp_1 > exp_2) ? exp_1 - exp_2 : (exp_1 != exp_2)? exp_2 - exp_1 : 0;
    shift_num_2 = (exp_3 > exp_4) ? exp_3 - exp_4 : (exp_3 != exp_4)? exp_4 - exp_3 : 0;
end 
always @(*) begin
    adder_exp_1 = (exp_1 > exp_2) ? exp_1 : (exp_1 != exp_2) ? exp_2 : exp_1;
    adder_exp_2 = (exp_3 > exp_4) ? exp_3 : (exp_3 != exp_4) ? exp_4 : exp_3;
end 
reg [51:0] mul_1_comb_shift, mul_2_comb_shift, mul_3_comb_shift, mul_4_comb_shift;
always @(*) begin
    if (exp_1 > exp_2) begin
        mul_1_comb_shift = mul_1_comb;
        mul_2_comb_shift = mul_2_comb >> shift_num_1 ;
    end
    else if (exp_2 > exp_1) begin 
        mul_1_comb_shift = mul_1_comb >> shift_num_1;
        mul_2_comb_shift = mul_2_comb;
    end
    else begin 
        mul_1_comb_shift = mul_1_comb;
        mul_2_comb_shift = mul_2_comb;
    end
end
always @(*) begin
    if (exp_3 > exp_4) begin
        mul_3_comb_shift = mul_3_comb;
        mul_4_comb_shift = mul_4_comb >> shift_num_2 ;
    end
    else if (exp_4 > exp_3) begin 
        mul_3_comb_shift = mul_3_comb >> shift_num_2;
        mul_4_comb_shift = mul_4_comb;
    end
    else begin 
        mul_3_comb_shift = mul_3_comb;
        mul_4_comb_shift = mul_4_comb;
    end
end
reg [51:0]  mul_1_comb_twos, mul_2_comb_twos, mul_3_comb_twos, mul_4_comb_twos;
always @(*) begin 
    if (sign_1 == 1'b1) mul_1_comb_twos = ~mul_1_comb_shift + 1'b1;
    else mul_1_comb_twos = mul_1_comb_shift;
    if (sign_2 == 1'b1) mul_2_comb_twos = ~mul_2_comb_shift + 1'b1;
    else mul_2_comb_twos = mul_2_comb_shift;
    if (sign_3 == 1'b1) mul_3_comb_twos = ~mul_3_comb_shift + 1'b1;
    else mul_3_comb_twos = mul_3_comb_shift;
    if (sign_4 == 1'b1) mul_4_comb_twos = ~mul_4_comb_shift + 1'b1;
    else mul_4_comb_twos = mul_4_comb_shift;
end
always @(*) begin
    sum_mul_12 = mul_1_comb_twos + mul_2_comb_twos;
    sum_mul_34 = mul_3_comb_twos + mul_4_comb_twos;
end
endmodule
```
==> run_results.csv <==
group,metric,value,unit
outcome,status,"complete, no violations",
logic_synthesis,yosysTopAreaCell,"xnor2_1",
global_routing,grt_pass1_vias,30260,
setup_path,worstPathArrival,21.44,ns
layout,post_route_cells_drive_above_1_share,7.482,%
route,via_count,33630,
route,wl_per_cell,30.74,µm
placement,dp_hpwl,126400,µm
route,wl_met2,63400,µm
layout,seq_area,0,µm²
layout,n_clock_buffer,0,
floorplan,fp.dieW,292.0,µm
power_and_ir_drop,switching_share,59.97,%
placement,dpl_cell_area,0.02971,mm²
final_timing,timing.hold.ws,19.46,ns
floorplan,chipHeight,292.0,µm
logic_synthesis,yosysCellCount,3742,
min_path,holdCritPathClass,"input port to output port",
final_timing,worst_pin_slew,1.201,ns
layout,area_growth,17.73,%
global_routing,antenna_found_initial,4,
placement,port-buffer-count,364,
setup_path,slowest_stage,"and3_2",
logic_synthesis,synth_cells,3742,
logic_synthesis,area_leaders,"xnor2_1, ha_1, nand2_1, o21ai_0, a21oi_1",
setup_path,slowest_delay,0.78,ns
logic_synthesis,ys_warn_count,1,
setup_path,critPathLaunch,"exp_4[0]",
floorplan,coreArea,0.08342,mm²
global_routing,grt_usage,35.40,%
cts,cts_resized,0,
layout,ff_count,0,
setup_path,crit_path_frequent_cell,"a21o_1",
logic_synthesis,most_common_cell,"nand2_1",
logic_synthesis,yosysSeqAreaShare,0,%
final_timing,post-route-period-util,66.41,%
run,tool_warnings,48,
logic_synthesis,top_cells_by_count,"nand2_1, nor2_1, o21ai_0, a21oi_1, xnor2_1",
route,routed_wl,154500,µm
setup_path,cp-start-kind,"input port",
route,wl_met1,64760,µm
route,drc,0,
layout,design_area,0.02971,mm²
logic_synthesis,syn-cell-area,0.02524,mm²
power_and_ir_drop,leakagePower,10.70,nW
final_timing,rsz0062_at_grt,"false",
logic_synthesis,top_cell_area_share,6.871,%
logic_synthesis,synth.avg_cell_area,6.745,µm²
final_timing,hold_viol_final,0,
final_timing,slew_headroom,19.45,%
logic_synthesis,synth_cell_type_count,124,
floorplan,io_pins,364,
route,top_layer,"met5",
global_routing,grt_max_degree,92,
route,ant_nets,0,
logic_synthesis,ys_chip_area,0.02524,mm²
power_and_ir_drop,ir_worst_vdd,0.03538,mV
global_routing,overflow,0,
placement,place_congestion,1.130,
final_timing,min_period,30.68,ns
final_timing,finalMaxSlewViolations,0,
setup_path,cp-endpoint,"sum_mul_34[51]",
power_and_ir_drop,p_int,502.2,µW
route,drt_iter0_drc,4201,
cts,cts_setup_buffers,0,
floorplan,die_area,0.08529,mm²
power_and_ir_drop,switchingPower,752.3,µW
cts,holdBufCountCts,0,
floorplan,fp-row-count,106,
run,cap_violations,0,
route,dr.pass1.iters,9,
global_routing,grt_pass1_wl,219500,µm
floorplan,fp_util,30.25,%
setup_path,path_max_fanout,34,
power_and_ir_drop,power.density,42.22,mW/mm²
setup_path,required,36.96,ns
final_timing,max_clock_freq,32.59,MHz
setup_path,crit_path_end_kind,"output port",
final_timing,setup_viol,0,
route,viasPerCell,6.693,
setup_path,path_class,"input port to output port",
route,wl_met3,17890,µm
final_timing,fin_tns_setup,0,ns
layout,fin_util,35.62,%
power_and_ir_drop,finalPower,1.255,mW
## cell families after synthesis
family                     after synthesis  share of synthesized area (%)
buffers and inverters                  376                          7.327
xor gates and xnor gates               293                          10.28
and+or+nand+nor                       1232                          23.73
muxes                                  128                          7.298
AOI/OAI and AO/OA                     1569                          44.05
adders and majority gates              144                          7.317
## worst max-delay path, delay by kind of cell
| kind | cells | cell delay (ns) |
|---|---|---|
| compound gates | 18 | 5.47 |
| simple gates | 8 | 3.15 |
| buf+inv | 4 | 1.48 |
| fa+ha+maj | 3 | 0.96 |
| xor+xnor | 2 | 0.62 |
| mux | 1 | 0.49 |
## stage by stage
stage | std cells | worst slack, ns
after floorplan | 3742 | 19.48
after CTS | 5023 | 15.79
after global placement | 5023 | 15.91
final | 5025 | 15.52
after global routing | 5024 | 14.65
after detailed placement | 5023 | 15.84
## layout make-up
cell class / instances / area (µm²)
multi-input combinational: 3366 / 23500
inverter: 105 / 394.1
timing repair buffer: 472 / 4467
tap: 1080 / 1351
fill: 9042 / 53710
antenna: 2 / 5.005
## power groups by stage
stage / registers (mW) / clock network [mW] / logic, mW
after CTS: 0 / 0 / 1.21
after global routing: 0 / 0.00000000290 / 1.31
## worst min path at each step
stage,start,endpoint,cells past startpoint,slack (ns)
finish,exp_1[5],adder_exp_1[5],4,19.46
CTS,exp_2[5],adder_exp_1[5],4,19.46
global route,exp_2[4],adder_exp_1[4],4,19.51
## per-layer routing
layer	GRT usage, %	vias to the layer above
met1	49.11	15980
met4	15.28	6
li1	-	15010
met3	10.13	385
met5	0	-
met2	50.94	2252
## layout by cell type, fill, tap and decap left out, types with 40 or more instances in the layout
| cell type | synthesis | routed |
|---|---|---|
| nor2_1 | 269 | 266 |
| clkdlybuf4s50_1 | 0 | 364 |
| o31ai_1 | 68 | 67 |
| nand3_1 | 107 | 107 |
| mux4_2 | 43 | 43 |
| nand2_1 | 404 | 404 |
| xnor2_1 | 198 | 198 |
| buf_4 | 33 | 107 |
| o221ai_1 | 41 | 41 |
| a21oi_1 | 264 | 263 |
| ha_1 | 138 | 136 |
| a22oi_1 | 113 | 113 |
| a21o_1 | 70 | 70 |
| o22ai_1 | 78 | 78 |
| o211ai_1 | 64 | 64 |
| o22a_1 | 40 | 40 |
| a211oi_1 | 81 | 78 |
| o21ai_0 | 266 | 266 |
| and2_1 | 61 | 60 |
| nor3_1 | 122 | 121 |
| xor2_1 | 93 | 93 |
| mux2i_1 | 70 | 68 |
| inv_1 | 103 | 103 |
| a31oi_1 | 44 | 44 |
Power figures rest on the tool's default switching activity, not on a simulated workload.
